==> flow/design.v <==
module cpu(
    input  wire                 clk_in,
    input  wire                 rst_in,
    input  wire                 rdy_in,
    input  wire[7:0]            mem_din,
    output reg[7:0]             mem_dout,
    output reg[31:0]            mem_a,
    output reg                  mem_wr,
    output wire[31:0]           dbgreg_dout
);
    reg[31:0] regs[0:31];
    reg[31:0] pc;
    reg[31:0] inst;
    reg[3:0] stage;
    initial stage = 4'h0;
    always @ (posedge clk_in) begin
        if (rst_in == 1'b1) begin
            pc      <= 32'b0;
            stage   <= 4'b0;
            regs[0] <= 32'b0;
        end else if (rdy_in == 1'b0) begin
        end else begin
            case (stage)
                4'h0: begin  
                    mem_wr      <= 1'b0;
                    mem_a       <= pc;
                    stage       <= stage + 1;
                end
                4'h1: begin  
                    mem_wr      <= 1'b0;
                    mem_a       <= pc + 1;
                    stage       <= stage + 1;
                end
                4'h2: begin  
                    mem_wr      <= 1'b0;
                    mem_a       <= pc + 2;
                    inst[7:0]   <= mem_din;
                    stage       <= stage + 1;
                end
                4'h3: begin  
                    mem_wr      <= 1'b0;
                    mem_a       <= pc + 3;
                    inst[15:8]  <= mem_din;
                    pc          <= pc + 4;
                    stage       <= stage + 1;
                end
                4'h4: begin  
                    inst[23:16] <= mem_din;
                    stage       <= stage + 1;
                end
                4'h5: begin  
                    inst[31:24] <= mem_din;
                    stage       <= stage + 1;
                end
                default: begin  
                    case (inst[6:0])
                        7'b0110111: begin  
                            regs[inst[11:7]]    <= {inst[31:12], 12'b0};
                            stage               <= 4'h0;
                        end
                        7'b0010111: begin  
                            regs[inst[11:7]]    <= pc - 4 + {inst[31:12], 12'b0};
                            stage               <= 4'h0;
                        end
                        7'b1101111: begin  
                            if (inst[11:7] != 0) begin
                                regs[inst[11:7]]    <= pc;
                            end
                            pc                      <= pc - 4 + {{12{inst[31]}}, inst[19:12], inst[20], inst[30:21], 1'b0};
                            stage                   <= 4'h0;
                        end
                        7'b1100111: begin  
                            if (inst[11:7] != 0) begin
                                regs[inst[11:7]]    <= pc;
                            end
                            pc                      <= {{21{inst[31]}}, inst[30:20]} + regs[inst[19:15]];
                            stage                   <= 4'h0;
                        end
                        7'b1100011: begin  
                            case (inst[14:12])
                                3'b000: begin  
                                    if (regs[inst[19:15]] == regs[inst[24:20]]) begin
                                        pc <= pc - 4 + {{21{inst[31]}}, inst[7], inst[30:25], inst[11:8], 1'b0};
                                    end
                                    stage <= 4'h0;
                                end
                                3'b001: begin  
                                    if (regs[inst[19:15]] != regs[inst[24:20]]) begin
                                        pc <= pc - 4 + {{21{inst[31]}}, inst[7], inst[30:25], inst[11:8], 1'b0};
                                    end
                                    stage <= 4'h0;
                                end
                                3'b100: begin  
                                    if ($signed(regs[inst[19:15]]) < $signed(regs[inst[24:20]])) begin
                                        pc <= pc - 4 + {{21{inst[31]}}, inst[7], inst[30:25], inst[11:8], 1'b0};
                                    end
                                    stage <= 4'h0;
                                end
                                3'b101: begin  
                                    if ($signed(regs[inst[19:15]]) >= $signed(regs[inst[24:20]])) begin
                                        pc <= pc - 4 + {{21{inst[31]}}, inst[7], inst[30:25], inst[11:8], 1'b0};
                                    end
                                    stage <= 4'h0;
                                end
                                3'b110: begin  
                                    if (regs[inst[19:15]] < regs[inst[24:20]]) begin
                                        pc <= pc - 4 + {{21{inst[31]}}, inst[7], inst[30:25], inst[11:8], 1'b0};
                                    end
                                    stage <= 4'h0;
                                end
                                3'b111: begin  
                                    if (regs[inst[19:15]] >= regs[inst[24:20]]) begin
                                        pc <= pc - 4 + {{21{inst[31]}}, inst[7], inst[30:25], inst[11:8], 1'b0};
                                    end
                                    stage <= 4'h0;
                                end
                            endcase
                        end
                        7'b0000011: begin  
                            case (inst[14:12])
                                3'b000: begin  
                                    case (stage)
                                        4'h6: begin
                                            mem_wr                  <= 1'b0;
                                            mem_a                   <= regs[inst[19:15]] + {{21{inst[31]}}, inst[30:20]};
                                            stage                   <= stage + 1;
                                        end
                                        4'h7: begin
                                            stage                   <= stage + 1;
                                        end
                                        4'h8: begin
                                            regs[inst[11:7]]        <= {{24{mem_din[7]}}, mem_din};
                                            stage                   <= 4'h0;
                                        end
                                    endcase
                                end
                                3'b001: begin  
                                    case (stage)
                                        4'h6: begin
                                            mem_wr                  <= 1'b0;
                                            mem_a                   <= regs[inst[19:15]] + {{21{inst[31]}}, inst[30:20]};
                                            stage                   <= stage + 1;
                                        end
                                        4'h7: begin
                                            mem_wr                  <= 1'b0;
                                            mem_a                   <= mem_a + 1;
                                            stage                   <= stage + 1;
                                        end
                                        4'h8: begin
                                            regs[inst[11:7]][7:0]   <= mem_din;
                                            stage                   <= stage + 1;
                                        end
                                        4'h9: begin
                                            regs[inst[11:7]][31:8]  <= {{16{mem_din[7]}}, mem_din};
                                            stage                   <= 4'h0;
                                        end
                                    endcase
                                end
                                3'b010: begin  
                                    case (stage)
                                        4'h6: begin
                                            mem_wr                  <= 1'b0;
                                            mem_a                   <= regs[inst[19:15]] + {{21{inst[31]}}, inst[30:20]};
                                            stage                   <= stage + 1;
                                        end
                                        4'h7: begin
                                            mem_wr                  <= 1'b0;
                                            mem_a                   <= mem_a + 1;
                                            stage                   <= stage + 1;
                                        end
                                        4'h8: begin
                                            mem_wr                  <= 1'b0;
                                            mem_a                   <= mem_a + 1;
                                            regs[inst[11:7]][7:0]   <= mem_din;
                                            stage                   <= stage + 1;
                                        end
                                        4'h9: begin
                                            mem_wr                  <= 1'b0;
                                            mem_a                   <= mem_a + 1;
                                            regs[inst[11:7]][15:8]  <= mem_din;
                                            stage                   <= stage + 1;
                                        end
                                        4'ha: begin
                                            regs[inst[11:7]][23:16] <= mem_din;
                                            stage                   <= stage + 1;
                                        end
                                        4'hb: begin
                                            regs[inst[11:7]][31:24] <= mem_din;
                                            stage                   <= 4'h0;
                                        end
                                    endcase
                                end
                                3'b100: begin  
                                    case (stage)
                                        4'h6: begin
                                            mem_wr                  <= 1'b0;
                                            mem_a                   <= regs[inst[19:15]] + {{21{inst[31]}}, inst[30:20]};
                                            stage                   <= stage + 1;
                                        end
                                        4'h7: begin
                                            stage                   <= stage + 1;
                                        end
                                        4'h8: begin
                                            regs[inst[11:7]]        <= {24'b0, mem_din};
                                            stage                   <= 4'h0;
                                        end
                                    endcase
                                end
                                3'b101: begin  
                                    case (stage)
                                        4'h6: begin
                                            mem_wr                  <= 1'b0;
                                            mem_a                   <= regs[inst[19:15]] + {{21{inst[31]}}, inst[30:20]};
                                            stage                   <= stage + 1;
                                        end
                                        4'h7: begin
                                            mem_wr                  <= 1'b0;
                                            mem_a                   <= mem_a + 1;
                                            stage                   <= stage + 1;
                                        end
                                        4'h8: begin
                                            regs[inst[11:7]][7:0]   <= mem_din;
                                            stage                   <= stage + 1;
                                        end
                                        4'h9: begin
                                            regs[inst[11:7]][31:8]  <= {16'b0, mem_din};
                                            stage                   <= 4'h0;
                                        end
                                    endcase
                                end
                            endcase
                        end
                        7'b0100011: begin  
                            case (inst[14:12])
                                3'b000: begin  
                                    mem_wr      <= 1'b1;
                                    mem_a       <= regs[inst[19:15]] + {{21{inst[31]}}, inst[30:25], inst[11:7]};
                                    mem_dout    <= regs[inst[24:20]][7:0];
                                    stage       <= 4'h0;
                                end
                                3'b001: begin  
                                    case (stage)
                                        4'h6: begin
                                            mem_wr      <= 1'b1;
                                            mem_a       <= regs[inst[19:15]] + {{21{inst[31]}}, inst[30:25], inst[11:7]};
                                            mem_dout    <= regs[inst[24:20]][7:0];
                                            stage       <= stage + 1;
                                        end
                                        4'h7: begin
                                            mem_wr      <= 1'b1;
                                            mem_a       <= mem_a + 1;
                                            mem_dout    <= regs[inst[24:20]][15:8];
                                            stage       <= 4'h0;
                                        end
                                    endcase
                                end
                                3'b010: begin  
                                    case (stage)
                                        4'h6: begin
                                            mem_wr      <= 1'b1;
                                            mem_a       <= regs[inst[19:15]] + {{21{inst[31]}}, inst[30:25], inst[11:7]};
                                            mem_dout    <= regs[inst[24:20]][7:0];
                                            stage       <= stage + 1;
                                        end
                                        4'h7: begin
                                            mem_wr      <= 1'b1;
                                            mem_a       <= mem_a + 1;
                                            mem_dout    <= regs[inst[24:20]][15:8];
                                            stage       <= stage + 1;
                                        end
                                        4'h8: begin
                                            mem_wr      <= 1'b1;
                                            mem_a       <= mem_a + 1;
                                            mem_dout    <= regs[inst[24:20]][23:16];
                                            stage       <= stage + 1;
                                        end
                                        4'h9: begin
                                            mem_wr      <= 1'b1;
                                            mem_a       <= mem_a + 1;
                                            mem_dout    <= regs[inst[24:20]][31:24];
                                            stage       <= 4'h0;
                                        end
                                    endcase
                                end
                            endcase
                        end
                        7'b0010011: begin  
                            case (inst[14:12])
                                3'b000: begin  
                                    regs[inst[11:7]]    <= regs[inst[19:15]] + {{21{inst[31]}}, inst[30:20]};
                                    stage               <= 4'h0;
                                end
                                3'b010: begin  
                                    regs[inst[11:7]]    <= $signed(regs[inst[19:15]]) < $signed({{21{inst[31]}}, inst[30:20]}) ? 32'b1 : 32'b0;
                                    stage               <= 4'h0;
                                end
                                3'b011: begin  
                                    regs[inst[11:7]]    <= regs[inst[19:15]] < {{21{inst[31]}}, inst[30:20]} ? 32'b1 : 32'b0;
                                    stage               <= 4'h0;
                                end
                                3'b100: begin  
                                    regs[inst[11:7]]    <= regs[inst[19:15]] ^ {{21{inst[31]}}, inst[30:20]};
                                    stage               <= 4'h0;
                                end
                                3'b110: begin  
                                    regs[inst[11:7]]    <= regs[inst[19:15]] | {{21{inst[31]}}, inst[30:20]};
                                    stage               <= 4'h0;
                                end
                                3'b111: begin  
                                    regs[inst[11:7]]    <= regs[inst[19:15]] & {{21{inst[31]}}, inst[30:20]};
                                    stage               <= 4'h0;
                                end
                                3'b001: begin  
                                    regs[inst[11:7]]    <= regs[inst[19:15]] << inst[24:20];
                                    stage               <= 4'h0;
                                end
                                3'b101: begin
                                    if (inst[31:25] == 7'b0000000) begin  
                                        regs[inst[11:7]]    <= regs[inst[19:15]] >> inst[24:20];
                                        stage               <= 4'h0;
                                    end else begin  
                                        regs[inst[11:7]]    <= $signed(regs[inst[19:15]]) >>> inst[24:20];
                                        stage               <= 4'h0;
                                    end
                                end
                            endcase
                        end
                        7'b0110011: begin  
                            case ({inst[31:25], inst[14:12]})
                                10'b0000000000: begin  
                                    regs[inst[11:7]]    <= regs[inst[19:15]] + regs[inst[24:20]];
                                    stage               <= 4'h0;
                                end
                                10'b0100000000: begin  
                                    regs[inst[11:7]]    <= regs[inst[19:15]] - regs[inst[24:20]];
                                    stage               <= 4'h0;
                                end
                                10'b0000000001: begin  
                                    regs[inst[11:7]]    <= regs[inst[19:15]] << regs[inst[24:20]][4:0];
                                    stage               <= 4'h0;
                                end
                                10'b0000000010: begin  
                                    regs[inst[11:7]]    <= $signed(regs[inst[19:15]]) < $signed(regs[inst[24:20]]) ? 32'b1 : 32'b0;
                                    stage               <= 4'h0;
                                end
                                10'b0000000011: begin  
                                    regs[inst[11:7]]    <= regs[inst[19:15]] < regs[inst[24:20]];
                                    stage               <= 4'h0;
                                end
                                10'b0000000100: begin  
                                    regs[inst[11:7]]    <= regs[inst[19:15]] ^ regs[inst[24:20]];
                                    stage               <= 4'h0;
                                end
                                10'b0000000101: begin  
                                    regs[inst[11:7]]    <= regs[inst[19:15]] >> regs[inst[24:20]][4:0];
                                    stage               <= 4'h0;
                                end
                                10'b0100000101: begin  
                                    regs[inst[11:7]]    <= $signed(regs[inst[19:15]]) >>> regs[inst[24:20]][4:0];
                                    stage               <= 4'h0;
                                end
                                10'b0000000110: begin  
                                    regs[inst[11:7]]    <= regs[inst[19:15]] | regs[inst[24:20]];
                                    stage               <= 4'h0;
                                end
                                10'b0000000111: begin  
                                    regs[inst[11:7]]    <= regs[inst[19:15]] & regs[inst[24:20]];
                                    stage               <= 4'h0;
                                end
                            endcase
                        end
                    endcase
                end
            endcase
        end
    end
endmodule
==> flow/run.sh <==
#!/bin/bash
# OpenROAD 26Q1-2900-gdf79404cd8, Yosys 0.63+post, stock flow scripts
make -C /OpenROAD-flow-scripts/flow DESIGN_CONFIG=/design/flow/config.mk WORK_HOME=/design/flow/orfs finish
==> flow/config.mk <==
export PLATFORM = sky130hd
export DESIGN_NAME = cpu
export DESIGN_NICKNAME = cpu
export VERILOG_FILES = /design/flow/design.v
export SDC_FILE = /design/flow/constraint.sdc
export NUM_CORES = 4
export LEC_CHECK = 1
export CORE_UTILIZATION = 50
==> flow/constraint.sdc <==
current_design cpu

set clk_period 25.7
set clk_io_pct 0.2

create_clock -name clk0 -period $clk_period [get_ports {clk_in}]

set non_clock_inputs [all_inputs -no_clocks]
set_input_delay [expr $clk_period * $clk_io_pct] -clock clk0 $non_clock_inputs
set_output_delay [expr $clk_period * $clk_io_pct] -clock clk0 [all_outputs]
==> flow_metrics.tcl <==
# metrics dict for downstream scripts
set metrics [dict create \
    first-error "[ERROR GRT-0116] Global routing finished with congestion. Check the congestion regions in the DRC Viewer." \
    finalWeightedCongestion 1.176 \
    synth_flops 1133 \
    ys_async_sr_fraction_pct 0 \
    ys_seq_share_pct 42.14 \
    grt.total_usage_pct 85.72 \
    port_buffers 51 \
    htreeDepth 3 \
    cts_resized 0 \
    postCtsSetupBuffers 0 \
    postSynthCellCount 7437 \
    logic_family "multiplexers" \
    row_count 146 \
    place_hpwl_um 367700 \
    grt_pass1_wl_um 888800 \
    die_x_um 401.7 \
    yosysChipArea_um2 79890 \
    status "stopped before the end" \
    ys_sh_mux_pct 18.23 \
    stop_stage "global routing (5_1_grt)" \
    ys_cells 7437 \
    yosysUniqueCellTypes 99 \
    ys_sh_adder_pct 5.369 \
    syn_area_um2 79890 \
    io_pins 84 \
    grt_pass1_vias 94570 \
    fp_util_pct 50.38 \
    grt_start_max_net_pins 73 \
    root_buffer "clkbuf_16" \
    synthAoiAreaFrac_pct 16.26 \
    simple_gate_share_pct 10.96 \
    cts_buffers 110 \
    cts_hold_buf 0 \
    fp.dieH_um 401.7 \
    flop_cell "edfxtp_1" \
    clock-sinks 1133 \
    overflow 3906 \
    syn_avg_cell_area_um2 10.74 \
    clock_path_buffers 3 \
    enable_flop_cells 1097 \
    xor_area_share_pct 2.434 \
    ys_warn_count 33 \
]
==> layer usage <==
metal  GRT usage (%)  GRT overflow
met3           79.65          1008
met5           54.30            86
met4           73.69           600
met2           96.58          1394
met1           88.31           818
==> cell usage after synthesis, types with 168 or more instances <==
library cell,number,area (um^2)
mux4_2,356,8018
inv_1,248,930.9
nand3_1,201,1006
nor3_1,231,1156
ha_1,330,4129
o21ai_0,403,2017
mux2i_1,634,6346
a21oi_1,489,2447
nand2_1,537,2016
clkbuf_1,369,1385
nor2_1,572,2147
edfxtp_1,1097,32940
a22oi_1,168,1261
==> logic make-up after synthesis <==
group                    count (synthesis)
AND-OR/OR-AND                         2010
AND/OR/NAND/NOR                       1897
flip-flops                            1133
multiplexers                          1008
buffers and inverters                  828
adder cells (fa/ha/maj)                338
XOR/XNOR                               222
other                                    1
==> per-stage QoR <==
stage	instance area [um^2]	instances	power [mW]	setup slack, ns	hold slack, ns
global placement	85370	9625	2.873	13.21	0.6123
floorplan	80010	7468	2.580	16.09	0.5139
CTS	88880	9824	4.442	14.60	0.6233
detailed placement	85370	9626	2.874	14.27	0.6133
Power and IR drop assume default switching activity.
