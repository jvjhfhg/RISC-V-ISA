--- design.v ---
module dual_port_ram_sync
#(
  parameter ADDR_WIDTH = 6,
  parameter DATA_WIDTH = 8
)
(
  input  wire                  clk,
  input  wire                  we,
  input  wire [ADDR_WIDTH-1:0] addr_a,
  input  wire [ADDR_WIDTH-1:0] addr_b,
  input  wire [DATA_WIDTH-1:0] din_a,
  output wire [DATA_WIDTH-1:0] dout_a,
  output wire [DATA_WIDTH-1:0] dout_b
);
reg [DATA_WIDTH-1:0] ram [2**ADDR_WIDTH-1:0];
reg [ADDR_WIDTH-1:0] q_addr_a;
reg [ADDR_WIDTH-1:0] q_addr_b;
always @(posedge clk)
  begin
    if (we)
        ram[addr_a] <= din_a;
    q_addr_a <= addr_a;
    q_addr_b <= addr_b;
  end
assign dout_a = ram[q_addr_a];
assign dout_b = ram[q_addr_b];
endmodule
module single_port_ram_sync
#(
  parameter ADDR_WIDTH = 6,
  parameter DATA_WIDTH = 8
)
(
  input  wire                  clk,
  input  wire                  we,
  input  wire [ADDR_WIDTH-1:0] addr_a,
  input  wire [DATA_WIDTH-1:0] din_a,
  output wire [DATA_WIDTH-1:0] dout_a
);
reg [DATA_WIDTH-1:0] ram [2**ADDR_WIDTH-1:0];
reg [ADDR_WIDTH-1:0] q_addr_a;
always @(posedge clk)
  begin
    if (we)
        ram[addr_a] <= din_a;
    q_addr_a <= addr_a;
  end
assign dout_a = ram[q_addr_a];
integer i;
initial begin
  for (i=0;i<2**ADDR_WIDTH;i=i+1) begin
    ram[i] = 0;
  end
  $readmemh("test.data", ram);  
end
endmodule
--- test.data ---
@00000000
37 01 02 00 EF 10 00 28 13 05 F0 0F B7 06 03 00 
23 82 A6 00 6F F0 9F FF 
@00001000
13 01 01 FD 23 20 21 03 23 28 61 01 23 26 11 02 
23 24 81 02 23 22 91 02 23 2E 31 01 23 2C 41 01 
23 2A 51 01 13 09 05 00 13 0B 00 00 63 56 05 00 
33 09 A0 40 13 0B 10 00 93 04 00 00 13 0A 41 00 
93 0A 90 00 6F 00 C0 00 93 84 09 00 13 09 05 00 
93 05 A0 00 13 05 09 00 EF 00 C0 1F 13 05 05 03 
93 89 14 00 13 74 F5 0F B3 07 3A 01 13 05 09 00 
93 05 A0 00 A3 8F 87 FE EF 00 80 15 E3 C6 2A FD 
63 0E 0B 00 93 07 01 01 B3 87 37 01 13 07 D0 02 
23 8A E7 FE 93 84 09 00 13 04 D0 02 B3 07 9A 00 
B7 06 03 00 6F 00 C0 00 03 C4 F7 FF 93 07 07 00 
23 80 86 00 13 87 F7 FF E3 18 FA FE 83 20 C1 02 
03 24 81 02 83 24 41 02 03 29 01 02 83 29 C1 01 
03 2A 81 01 83 2A 41 01 03 2B 01 01 13 01 01 03 
67 80 00 00 13 01 01 FD 23 22 91 02 23 2A 51 01 
23 26 11 02 23 24 81 02 23 20 21 03 23 2E 31 01 
23 2C 41 01 23 28 61 01 93 04 05 00 93 0A 00 00 
63 56 05 00 B3 04 A0 40 93 0A 10 00 13 04 00 00 
93 09 41 00 13 0B 90 00 6F 00 C0 00 13 04 0A 00 
93 04 05 00 93 05 A0 00 13 85 04 00 EF 00 80 11 
13 05 05 03 13 0A 14 00 13 79 F5 0F B3 87 49 01 
13 85 04 00 93 05 A0 00 A3 8F 27 FF EF 00 40 07 
E3 46 9B FC 63 8E 0A 00 93 07 01 01 B3 87 47 01 
13 07 D0 02 23 8A E7 FE 13 04 0A 00 13 09 D0 02 
B3 87 89 00 37 07 03 00 6F 00 C0 00 03 C9 F7 FF 
93 87 06 00 23 00 27 01 93 86 F7 FF E3 98 F9 FE 
93 07 A0 00 23 00 F7 00 83 20 C1 02 03 24 81 02 
83 24 41 02 03 29 01 02 83 29 C1 01 03 2A 81 01 
83 2A 41 01 03 2B 01 01 13 01 01 03 67 80 00 00 
63 40 05 06 63 C6 05 06 13 86 05 00 93 05 05 00 
13 05 F0 FF 63 0C 06 02 93 06 10 00 63 7A B6 00 
63 58 C0 00 13 16 16 00 93 96 16 00 E3 6A B6 FE 
13 05 00 00 63 E6 C5 00 B3 85 C5 40 33 65 D5 00 
93 D6 16 00 13 56 16 00 E3 96 06 FE 67 80 00 00 
93 82 00 00 EF F0 5F FB 13 85 05 00 67 80 02 00 
33 05 A0 40 63 D8 05 00 B3 05 B0 40 6F F0 DF F9 
B3 05 B0 40 93 82 00 00 EF F0 1F F9 33 05 A0 40 
67 80 02 00 93 82 00 00 63 CA 05 00 63 4C 05 00 
EF F0 9F F7 13 85 05 00 67 80 02 00 B3 05 B0 40 
E3 58 05 FE 33 05 A0 40 EF F0 1F F6 33 05 B0 40 
67 80 02 00 
@00001284
13 01 01 FB 23 24 81 04 37 14 00 00 23 2E 31 03 
23 2C 41 03 B7 19 00 00 13 0A C4 52 23 26 11 04 
23 22 91 04 23 20 21 05 23 2A 51 03 23 28 61 03 
23 26 71 03 23 24 81 03 23 22 91 03 23 20 A1 03 
23 2E B1 01 23 A4 09 52 13 04 C4 52 13 07 8A 02 
13 06 8A 0D 93 06 80 37 93 07 87 FD 23 A0 D7 00 
93 87 47 00 E3 9C E7 FE 13 87 C7 02 E3 16 C7 FE 
93 07 F0 FF 37 17 00 00 03 25 8A 0A 93 06 C7 4F 
23 2E F7 4E 13 07 C7 4F 93 04 A0 00 23 A4 F6 00 
23 A8 F6 00 23 AC F6 00 23 20 F7 02 B7 1C 00 00 
93 07 50 00 23 A4 F9 52 23 A2 9C 52 EF F0 1F CD 
B7 07 03 00 23 80 97 00 23 A4 09 52 13 06 A0 00 
93 05 20 03 93 07 66 FF 13 07 04 00 23 20 F7 00 
93 87 17 00 13 07 47 00 E3 9A C7 FE 13 86 A7 00 
13 04 C4 02 E3 10 B6 FE 23 A4 09 52 13 06 00 00 
13 04 41 00 13 09 90 00 B7 04 03 00 93 0A A0 00 
23 A2 0C 52 13 07 00 00 93 17 16 00 B3 87 C7 00 
93 97 27 00 B3 87 C7 40 B3 87 E7 00 93 97 27 00 
B3 07 FA 00 83 AD 07 00 13 0B 00 00 63 CC 0D 08 
13 0D 00 00 6F 00 C0 00 13 8D 0B 00 93 0D 05 00 
93 05 A0 00 13 85 0D 00 EF F0 9F E8 13 05 05 03 
93 0B 1D 00 13 7C F5 0F 33 08 74 01 13 85 0D 00 
93 05 A0 00 A3 0F 88 FF EF F0 5F DE E3 46 B9 FD 
63 0E 0B 00 93 07 01 01 33 87 77 01 93 07 D0 02 
23 0A F7 FE 13 8D 0B 00 13 0C D0 02 B3 07 A4 01 
6F 00 C0 00 03 CC F7 FF 93 07 06 00 23 80 84 01 
13 86 F7 FF E3 18 F4 FE 23 80 54 01 83 A7 4C 52 
13 87 17 00 23 A2 EC 52 63 4C E9 00 03 A6 89 52 
6F F0 9F F4 B3 0D B0 41 13 0B 10 00 6F F0 5F F6 
83 A7 89 52 13 86 17 00 23 A4 C9 52 93 07 30 00 
E3 D0 C7 F2 13 05 00 00 23 20 0A 08 EF F0 1F B9 
83 27 0A 08 B7 16 00 00 23 80 54 01 13 07 E0 FF 
23 AE E6 4E 93 97 37 00 13 87 C6 4F B3 07 F7 00 
13 07 60 FF 23 A0 E7 00 03 A5 C6 4F 13 84 06 00 
EF F0 DF B5 93 07 C4 4F 03 A5 87 00 23 80 54 01 
EF F0 DF B4 23 80 54 01 83 20 C1 04 03 24 81 04 
83 24 41 04 03 29 01 04 83 29 C1 03 03 2A 81 03 
83 2A 41 03 03 2B 01 03 83 2B C1 02 03 2C 81 02 
83 2C 41 02 03 2D 01 02 83 2D C1 01 13 05 00 00 
13 01 01 05 67 80 00 00 
--- run.sh ---
#!/bin/bash
# OpenROAD 26Q1-2900-gdf79404cd8, Yosys 0.63+post, stock flow scripts
make -C /OpenROAD-flow-scripts/flow DESIGN_CONFIG=/design/flow/config.mk WORK_HOME=/design/flow/orfs finish
--- config.mk ---
export PLATFORM = sky130hd
export DESIGN_NAME = dual_port_ram_sync
export DESIGN_NICKNAME = dual_port_ram_sync
export VERILOG_FILES = /design/flow/design.v
export SDC_FILE = /design/flow/constraint.sdc
export NUM_CORES = 4
export LEC_CHECK = 1
export CORE_UTILIZATION = 50
--- constraint.sdc ---
current_design dual_port_ram_sync

set clk_period 13.5
set clk_io_pct 0.2

create_clock -name clk0 -period $clk_period [get_ports {clk}]

set non_clock_inputs [all_inputs -no_clocks]
set_input_delay [expr $clk_period * $clk_io_pct] -clock clk0 $non_clock_inputs
set_output_delay [expr $clk_period * $clk_io_pct] -clock clk0 [all_outputs]
==> flow_summary.ini <==
; implementation run metrics
[run_status]
outcome = complete, no violations

[route]
wl_met3_um = 9590
via_per_inst = 6.52
avgRoutedWirePerCell_um = 32.7
wl_met1_um = 20800
first_pass_iters = 6
wl_um = 63900
n_antenna_cell = 0
dr_total_vias = 12700
antenna_left = 0
routed.top_layer = met5
wl_met2_um = 31400
drtIter0Drc = 667
drcViolationCount = 0

[setup_path]
critPathLaunchType = flop
crit_arrival_ns = 4.71
end_kind = output port
path_class = reg -> out
worstPathRequired_ns = 10.80
critPathMaxFanout = 33

[sta]
hold_violations = 0
finalSetupTns_ns = 0
slew_violations = 0
fmax_ghz = 0.135
hold_ws_ns = 2.53
tightest_slew_ns = 0.910
rsz0062_at_grt = false
finalSetupViolCount = 0
final.min_clock_period_ns = 7.41
fin_crit_sh = 0.549
relSlewSlack = 0.391
setup_ws_ns = 6.09

[clocking]
cts_tree = built
cts_max_path_buffers = 3
cts-hold-fix-buffers = 0
cts.sinks = 524
cts-root-buf = clkbuf_16
cts_max_level = 2
ctsResizeCount = 0
clk_pin_slew_worst_paths_ns = 0.06
cts_buffers = 54
cts_setup_buffers = 0

[floorplan]
pin_count = 38
die_y_um = 222
coreArea_um2 = 47700
row_count = 80
dieArea_um2 = 49300
initial_utilization = 0.507
die_w_um = 222

[grt]
grt_pass1_vias = 14400
grt.total_usage = 0.305
grt_max_degree = 72
antenna_found_initial = 0
overflow = 0
grt_pass1_wl_um = 93600

[synthesis]
yosysTopAreaCellShare = 0.635
syn_avg_cell_area_um2 = 20.0
yosys_cells = 1207
edf_count = 512
synthCells = 1207
synth_top_cell_by_count = edfxtp_1
synthArstFlopShare = 0
yosys_warnings = 1
flop_cell = edfxtp_1
common_cells = edfxtp_1, mux4_2, nor2_1
post-synth-top-area-cell = edfxtp_1
ys_seq_share = 0.645
yosys-top-cells-area = edfxtp_1, mux4_2, mux2i_1
synth_cell_types = 38
numSynthFlops = 524
syn_area_um2 = 24200
ys_chip_area_um2 = 24200

[place]
post-place-ws_ns = 6.56
placed_cells = 1855
io_buffers = 37
place_congestion = 0.911
place_hpwl_um = 40000

[cells_and_area]
top_regs = ram x512
largest-register = ram
largest_reg_flops = 512
utilization = 0.572
layout-drive-gt1-share = 0.344
area_growth_pct = 12.8
final_cells = 1956

[hold_path]
hold_class = in -> reg
worstHoldStart = addr_b[0]
holdPathStages = 1

[power]
cellPowerDensity_nw_per_um2 = 131
ir_worst_vdd_mv = 0.102
p_leak_nw = 8.70

[flow_run]
tool_warnings = 25
cap_violations = 0
layout make-up:
cell class	instances	area, µm²
Tap cell	615	769
Timing Repair Buffer	126	1010
Inverter	3	11.3
Sequential cell	524	15600
Fill cell	3480	20500
Clock inverter	40	320
Clock buffer	61	1440
Multi-Input combinational cell	587	8100
report_power, final:
part	internal [W]	switching, W	leakage, nW	total (W)
clock	0.000858	0.000617	0.871	0.00148
combinational	0.000123	0.000152	3.12	0.000275
sequential	0.00180	0.0000207	4.71	0.00182
logic make-up after synthesis:
group / count (synthesis) / synth area share
AND-OR/OR-AND: 100 / 0.0282
buffers and inverters: 96 / 0.0199
flip-flops: 524 / 0.645
multiplexers: 338 / 0.280
AND/OR/NAND/NOR: 149 / 0.0269
worst max path at each step:
| stage | startpoint | cells past startpoint | end | slack (ns) |
|---|---|---|---|---|
| after CTS | flop | 8 | dout_a[7] | 5.92 |
| after global routing | flop | 8 | dout_a[7] | 5.79 |
| final | flop | 8 | dout_a[7] | 6.09 |
worst max-delay path, cell delays in order (launching register included):
cell             delay [ns]
dfxtp_4                0.76
buf_4                  0.60
buf_4                  0.66
mux4_2                 0.58
mux4_2                 0.47
nor2_1                 0.10
a2111oi_0              0.09
a311o_1                0.40
clkdlybuf4s50_1        0.43
cells in the final DEF (no fill, tap or decap), types with 3 or more instances in the layout:
cell and n:
o21ai_0 17, nand2_1 28, nand4_1 3, nand3_1 20, nor2_1 75, and2_1 3
buf_4 88, o211ai_1 3, clkinv_2 19, buf_2 8, bufinv_16 5, o22ai_1 20
o31a_1 5, o21ai_1 7, o221ai_1 5, dfxtp_4 6, clkbuf_1 4, a221o_1 5
clkbuf_16 57, dfxtp_1 6, mux2i_1 66, a21oi_1 10, nand2b_1 6, clkinvlp_4 4
edfxtp_1 512, mux4_2 270, clkinv_1 12, a22oi_1 14, nor2b_1 8, a221oi_1 7
clkdlybuf4s50_1 29
metrics by stage:
step                      total power [W]  cell area, µm²
after floorplan                   0.00201           24200
after global placement            0.00213           25500
after detailed placement          0.00213           25500
after CTS                         0.00360           27300
after global routing              0.00368           27300
final                             0.00357           27300
layer usage:
layer  up-vias  global-route usage
li1       5401                   -
met1      6493               0.418
met2       737               0.449
met3       109               0.195
met4         5              0.0721
met5         -              0.0235
Power and IR drop assume default switching activity.
